==> flow/design.v <==
module OnePunchMan(CLOCK_50,KEY,LEDR,SW,GPIO_0,HEX0,HEX1,HEX5,HEX4,VGA_CLK,VGA_HS,VGA_VS,VGA_BLANK_N,VGA_SYNC_N,VGA_R,VGA_G,VGA_B);
input CLOCK_50;
input [3:0] KEY;
input [6:0] SW;
input [35:0] GPIO_0;
output VGA_CLK;   			 
output VGA_HS;					 
output VGA_VS;					 
output VGA_BLANK_N;		    
output VGA_SYNC_N;			 
output [9:0] VGA_R;   		 
output [9:0] VGA_G;	 		 
output [9:0] VGA_B;   		 
output [9:0] LEDR;
output [6:0] HEX0;
output [6:0] HEX1;
output [6:0] HEX5;
output [6:0] HEX4;
wire [8:0] xVGA;
wire [7:0] yVGA;
reg [2:0] colourVGA;
wire [15:0] address;
wire [2:0] addressColourCenter;
wire [2:0] addressColourRight;
wire [2:0] addressColourLeft;
wire [2:0] addressColourHit;
wire [2:0] addressEnding;
reg endSignal;
reg [31:0] Time;
wire  clearTimer;
wire HexEnabler1;
wire HexEnabler2;
reg [3:0]HexWrite1;
reg [3:0]HexWrite2;
wire plot,reset,start;
wire Ddraw,Dwait;
wire [2:0] SelectImage;
wire Swait,SDraw,Sreset,SResEnd;
wire hit;
reg [4:0]score1;
reg [4:0]score2;
assign hit = GPIO_0[1];
assign LEDR[0] = hit;
always@(posedge hit)
begin
	if(start)
		begin
		score1 <= 4'b0000;
		score2 <= 4'b0000;
		end
	else if(hit && score1<4'b1001)
		score1 <= score1 + 4'b0001;
	else if((score1 == 4'b1001)  && hit)
		begin
		score1 <= 4'b0000;
		score2 <= score2 + 4'b0001;
		end
	else
		begin
		score1 <= score1;
		score2 <= score2;
		end
end 
assign reset = KEY[0];
assign start = ~KEY[1];
BoxerCenter cat(address,CLOCK_50,3'b000,1'b0,addressColourCenter);
BoxerRight kitty(address,CLOCK_50,3'b000,1'b0,addressColourRight);
BoxerLeft  kittycat(address,CLOCK_50,3'b000,1'b0,addressColourLeft);
Hit        doggo(address,CLOCK_50,3'b000,1'b0,addressColourHit);
EndScreenNe  dogger(address,CLOCK_50,3'b000,1'b0,addressEnding);
always@(*)
begin
	case(SelectImage)
	3'b000: colourVGA = addressEnding;
	3'b001: colourVGA = addressColourCenter;
	3'b010: colourVGA = addressColourRight;
	3'b011: colourVGA = addressColourLeft;
	3'b100: colourVGA = addressColourHit;
	endcase
end
assign plot = 1'b1;
	always@(posedge CLOCK_50)
	begin
	if(clearTimer | start)
			Time <= 32'd0;	
	else 
			Time <= Time + 1'b1;
	end
	assign clearTimer = HexEnabler1;
	assign HexEnabler1 = (Time == 32'd50000000) ? 1'b1 : 1'b0;
	always@(posedge CLOCK_50)
	begin
		if(start)
			HexWrite1 <= 4'b0000;
		else if(HexWrite1 == 4'b1010)
			HexWrite1 <= 4'b0000;	
		else if(HexEnabler1 == 1'b1 && HexWrite1 < 4'b1010)
			HexWrite1 <= HexWrite1 + 1'b1;
		else
			HexWrite1 <= HexWrite1;
	end
	assign HexEnabler2 = (HexWrite1 == 4'b1010) ? 1'b1 : 1'b0;
	always@(posedge CLOCK_50)
	begin
		if(start)
		begin
			HexWrite2 <= 4'b0000;
			endSignal <= 1'b0;
		end
		else if(HexEnabler2 == 1'b1)
			HexWrite2 <= HexWrite2 + 1'b1;
	   else if(HexWrite2 == 4'b0110)
		   endSignal <= 1'b1;
		else
			HexWrite2 <= HexWrite2;
	end
vga_adapter VGA(
			.resetn(reset),
			.clock(CLOCK_50),
			.colour(colourVGA),
			.x(xVGA),
			.y(yVGA),
			.plot(plot),
			.VGA_R(VGA_R),
			.VGA_G(VGA_G),
			.VGA_B(VGA_B),
			.VGA_HS(VGA_HS),
			.VGA_VS(VGA_VS),
			.VGA_BLANK(VGA_BLANK_N),
			.VGA_SYNC(VGA_SYNC_N),
			.VGA_CLK(VGA_CLK));
		defparam VGA.RESOLUTION = "320x240";
		defparam VGA.MONOCHROME = "FALSE";
		defparam VGA.BITS_PER_COLOUR_CHANNEL = 1;
		defparam VGA.BACKGROUND_IMAGE = "bannerfinaltoo.mif";
control pupperz(CLOCK_50,reset,Ddraw,Dwait,start,Sreset,SDraw,Swait,SelectImage,endSignal,SResEnd,hit);
datapath PUPPER(CLOCK_50,Sreset,Ddraw,Dwait,xVGA,yVGA,address,Swait,SDraw,endSignal,SResEnd);
hex_decoder BOI(HexWrite1, HEX0);
hex_decoder BOII(HexWrite2, HEX1);
hex_decoder BOIII(score1, HEX4);
hex_decoder BOIIII(score2, HEX5);
endmodule 
module control(clk,reset,DoneDraw,DoneWait,PlotCtrl,startReset,startDraw,startWait,SelectImag,endS,startResEnd,HitS);
input clk,DoneDraw,PlotCtrl,DoneWait,reset,endS,HitS;
output reg startReset,startResEnd,startDraw,startWait;
output reg [2:0] SelectImag;
reg [5:0] current_state, next_state; 
    localparam  S_GameStart      = 5'd0,
					 S_StartAnimation = 5'd1, 
					 S_Center         = 5'd2,
					 S_ResetC         = 5'd3,
					 S_Wait_Center    = 5'd4,
					 S_Right          = 5'd5,
					 S_ResetR         = 5'd6,
					 S_Wait_Right     = 5'd7,
					 S_Centertoo      = 5'd8,
					 S_ResetCtoo      = 5'd9,
					 S_Wait_Ctoo      = 5'd10,
					 S_Left           = 5'd11,
					 S_ResetL         = 5'd12,
					 S_Wait_Left      = 5'd13,
					 S_ResetHitOne    = 5'd14,
					 S_Hit            = 5'd15,
					 S_ResetHitTwo    = 5'd16,
					 S_WaitHit        = 5'd17,
					 S_ResetEnd       = 5'd18,
					 S_EndScreen      = 5'd19,
					 S_Done           = 5'd20;
	always@(*)
		 begin: state_table 
			  case (current_state)
				S_GameStart: next_state = PlotCtrl ? S_StartAnimation : S_GameStart;
				S_StartAnimation: next_state = endS ? S_ResetEnd : S_Center;
				S_Center : next_state = DoneDraw ? S_ResetC : S_Center;
				S_ResetC: next_state =  S_Wait_Center;
				S_Wait_Center: if(HitS)
										begin
										next_state = S_ResetHitOne;
										end
									else if(DoneWait)
									   begin
										next_state = S_Right;
										end
									else if(endS)
									   begin
										next_state = S_ResetEnd;
										end
				               else
									   begin
										next_state = S_Wait_Center;
										end
				S_Right: next_state = DoneDraw ? S_ResetR : S_Right;
				S_ResetR: next_state =  S_Wait_Right;
				S_Wait_Right:  if(HitS)
										begin
										next_state = S_ResetHitOne;
										end
									else if(DoneWait)
										begin
										next_state = S_Centertoo;
										end
									else if(endS)
									   begin
										next_state = S_ResetEnd;
										end
									else
										begin
										next_state = S_Wait_Right;
										end
				S_Centertoo : next_state = DoneDraw ? S_ResetCtoo : S_Centertoo;
				S_ResetCtoo: next_state =  S_Wait_Ctoo;
				S_Wait_Ctoo:  if(HitS)
										begin
										next_state = S_ResetHitOne;
										end
									else if(DoneWait)
										begin
										next_state = S_Left;
										end
									else if(endS)
									   begin
										next_state = S_ResetEnd;
										end
									else
										begin
										next_state = S_Wait_Ctoo;
										end 	
				S_Left : next_state = DoneDraw ? S_ResetL : S_Left;
				S_ResetL: next_state =  S_Wait_Left;
				S_Wait_Left: if(HitS)
										begin
										next_state = S_ResetHitOne;
										end
									else if(DoneWait)
										begin
										next_state = S_Done;
										end
									else if(endS)
									   begin
										next_state = S_ResetEnd;
										end
									else
										begin
										next_state = S_Wait_Left;
										end  
				S_ResetHitOne: next_state = S_Hit;
				S_Hit: next_state = DoneDraw ? S_ResetHitTwo : S_Hit;
				S_ResetHitTwo: next_state = S_WaitHit;
				S_WaitHit: next_state = DoneWait ? S_StartAnimation: S_WaitHit;
				S_ResetEnd: next_state = S_EndScreen;
				S_EndScreen: next_state = S_EndScreen;
				S_Done: next_state= S_StartAnimation;
				default:
				next_state= S_StartAnimation;
		 endcase
   end
 always @(*)
  begin: enable_signals
 case (current_state)
	S_GameStart:begin
	startReset = 1'b1;
	startDraw = 1'b0;
	startWait = 1'b0;
	SelectImag = 3'b001;
	startResEnd = 1'b0;
	end
	S_Center: begin
	startReset = 1'b0;
	startDraw = 1'b1;
	startWait = 1'b0;
	SelectImag = 3'b001;
	startResEnd = 1'b0;
	end
	S_ResetC: begin
	startReset = 1'b1;
	startDraw = 1'b0;
	startWait = 1'b0;
	SelectImag = 3'b010;
	startResEnd = 1'b0;
	end
	S_Wait_Center: begin
	startReset = 1'b0;
	startDraw = 1'b0;
	startWait = 1'b1;
	SelectImag = 3'b010;
	startResEnd = 1'b0;
	end
   S_Right: begin
	startReset = 1'b0;
	startDraw = 1'b1;
	startWait = 1'b0;
	SelectImag = 3'b010;
	startResEnd = 1'b0;
	end
   S_ResetR: begin
	startReset = 1'b1;
	startDraw = 1'b0;
	startWait = 1'b0;
	SelectImag = 3'b011;
	startResEnd = 1'b0;
	end
	S_Wait_Right: begin
	startReset = 1'b0;
	startDraw = 1'b0;
	startWait = 1'b1;
	SelectImag = 3'b011;
	startResEnd = 1'b0;
	end
	S_Centertoo: begin
	startReset = 1'b0;
	startDraw = 1'b1;
	startWait = 1'b0;
	SelectImag = 3'b001;
	startResEnd = 1'b0;
	end
	S_ResetCtoo: begin
	startReset = 1'b1;
	startDraw = 1'b0;
	startWait = 1'b0;
	SelectImag = 3'b011;
	startResEnd = 1'b0;
	end
	S_Wait_Ctoo: begin
	startReset = 1'b0;
	startDraw = 1'b0;
	startWait = 1'b1;
	SelectImag = 3'b011;
	startResEnd = 1'b0;
	end
	S_Left: begin
	startReset = 1'b0;
	startDraw = 1'b1;
	startWait = 1'b0;
	SelectImag = 3'b011;
	startResEnd = 1'b0;
	end
	S_ResetL: begin
	startReset = 1'b1;
	startDraw = 1'b0;
	startWait = 1'b0;
	SelectImag = 3'b011;
	startResEnd = 1'b0;
	end
	S_Wait_Left: begin
	startReset = 1'b0;
	startDraw = 1'b0;
	startWait = 1'b1;
	SelectImag = 3'b011;
	startResEnd = 1'b0;
	end
	S_ResetHitOne:begin
	startReset = 1'b1;
	startDraw = 1'b0;
	startWait = 1'b0;
	SelectImag = 3'b100;
	startResEnd = 1'b0;
	end
	S_Hit:begin
	startReset = 1'b0;
	startDraw = 1'b1;
	startWait = 1'b0;
	SelectImag = 3'b100;
	startResEnd = 1'b0;
	end
	S_ResetHitTwo:begin
	startReset = 1'b1;
	startDraw = 1'b0;
	startWait = 1'b0;
	SelectImag = 3'b001;
	startResEnd = 1'b0;
	end
	S_WaitHit:begin
	startReset = 1'b0;
	startDraw = 1'b0;
	startWait = 1'b1;
	SelectImag = 3'b001;
	startResEnd = 1'b0;
	end
	S_ResetEnd: begin
	startReset = 1'b0;
	startDraw = 1'b0;
	startWait = 1'b0;
	SelectImag = 3'b000;
	startResEnd = 1'b1;
	end
	S_EndScreen: begin
	startReset = 1'b0;
	startDraw = 1'b0;
	startWait = 1'b0;
	SelectImag = 3'b000;
	startResEnd = 1'b0;
	end
	S_Done: begin
	startReset = 1'b1;
	startDraw = 1'b0;
	startWait = 1'b0;
	SelectImag = 3'b001;
	startResEnd = 1'b0;
	end
endcase
end
always@(posedge clk)
   begin: state_FFs
      if(!reset)       
         current_state <= S_GameStart; 
      else            
		   current_state <= next_state;
   end  
 endmodule
 module datapath(clk,resetData,DoneDrawing,DoneWaiting,Xout,Yout,Drawcount,startWait,startDraw,DrawEnd,ResEnd);
 input clk,resetData,startDraw,startWait,DrawEnd,ResEnd;
 output reg DoneDrawing;
 output reg DoneWaiting;
 output reg [15:0] Drawcount;
 output reg [8:0] Xout;
 output reg [7:0] Yout;
 reg [27:0] timer1;
 wire clear1;
	always@(posedge clk)
	begin
	if(clear1 | resetData)
			begin
			timer1 <= 28'd0;
			DoneWaiting <= 1'b0;
			end
	if(startWait)
			timer1 <= timer1 + 1'b1;
	if(timer1 == 28'd50000000)
			begin
	      DoneWaiting <= 1'b1;
			end
	end
	assign clear1 = DoneWaiting;
 always@(posedge clk)
   begin
				if(resetData)
					begin
						Xout <= 9'd0;
						Yout <= 8'd75;
						DoneDrawing <= 1'b0;
						Drawcount <= 16'd0;
					end
				if(startDraw)
					begin
						if(Xout == 9'd320 && Yout < 8'd240)
							begin
								Xout <= 9'd0;
								Yout <= Yout + 1'b1;
								DoneDrawing <= 1'b0;
							end
						if(Yout == 8'd240)
							begin
								DoneDrawing <= 1'b1;
							end
						if(Xout < 9'd320 && Yout < 8'd240)
							begin
								Drawcount <= Drawcount + 1'b1;
								Xout <= Xout + 1'b1;
							   DoneDrawing <= 1'b0;
							end
					end
				if(ResEnd)
					begin
						Xout <= 9'd0;
						Yout <= 8'd0;
						Drawcount <= 16'd0;
					end
				if(DrawEnd)
					begin
						if(Xout == 9'd320 && Yout < 8'd240)
							begin
								Xout <= 9'd0;
								Yout <= Yout + 1'b1;
							end
						if(Yout == 8'd240)
							begin
							end
						if(Xout < 9'd320 && Yout < 8'd240)
							begin
								Drawcount <= Drawcount + 1'b1;
								Xout <= Xout + 1'b1;
							end
					end							
	   end
endmodule 
module hex_decoder(hex_digit, segments);
    input [3:0] hex_digit;
    output reg [6:0] segments;
    always @(*)
        case (hex_digit)
            4'h0: segments = 7'b100_0000;
            4'h1: segments = 7'b111_1001;
            4'h2: segments = 7'b010_0100;
            4'h3: segments = 7'b011_0000;
            4'h4: segments = 7'b001_1001;
            4'h5: segments = 7'b001_0010;
            4'h6: segments = 7'b000_0010;
            4'h7: segments = 7'b111_1000;
            4'h8: segments = 7'b000_0000;
            4'h9: segments = 7'b001_1000;
            4'hA: segments = 7'b000_1000;
            4'hB: segments = 7'b000_0011;
            4'hC: segments = 7'b100_0110;
            4'hD: segments = 7'b010_0001;
            4'hE: segments = 7'b000_0110;
            4'hF: segments = 7'b000_1110;   
            default: segments = 7'h7f;
        endcase
endmodule
==> flow/run.sh <==
#!/bin/bash
# OpenROAD 26Q1-2900-gdf79404cd8, Yosys 0.63+post, stock flow scripts
make -C /OpenROAD-flow-scripts/flow DESIGN_CONFIG=/design/flow/config.mk WORK_HOME=/design/flow/orfs finish
==> flow/config.mk <==
export PLATFORM = sky130hd
export DESIGN_NAME = hex_decoder
export DESIGN_NICKNAME = hex_decoder
export VERILOG_FILES = /design/flow/design.v
export SDC_FILE = /design/flow/constraint.sdc
export NUM_CORES = 4
export LEC_CHECK = 1
export CORE_AREA = 10 10 70 70
export DIE_AREA = 0 0 80 80
==> flow/constraint.sdc <==
current_design hex_decoder

set clk_period 1.6
set clk_io_pct 0.2

create_clock -name clk0 -period $clk_period

set non_clock_inputs [all_inputs -no_clocks]
set_input_delay [expr $clk_period * $clk_io_pct] -clock clk0 $non_clock_inputs
set_output_delay [expr $clk_period * $clk_io_pct] -clock clk0 [all_outputs]
==> run summary <==
yosys + openroad results -> Worst IR Drop VDD between 0.03 and 0.04 mV, setup_tns 0 ns, num rows 21, final period utilization just under 100%, CP arrival 1.27 ns, Port Buffers 11, unrepaired setup endpoints after global routing true, final hold violation count 0, Detailed Route WL roughly 930 µm, final setup margin roughly 0.013 ns, I/O pin count 11, Initial DRC Count 14, 1st-pass router iterations 2, Hold Path Class in -> out, Seq/Total Area, Yosys 0%, CP max stage delay 0.34 ns, crit path time final 1.587 ns, die footprint 6400 µm², WS Path Type in -> out, DR WL/cell 8.952 µm, outcome finished, final reports clean, Yosys Chip Area 255.2 µm², Final Slew Violations 0, Worst setup SP type primary input, chip height approximately 80 µm, power per cell area between 200 and 250 nW/µm², post-synth top area cell ha_1, DRC violations left 0, Area leader share between 20% and 30%, fp_density under 10%, area of the multi-input gates a little over 300 µm², first-pass GRT wire length roughly 1.6 mm, Layout fillers between 300 and 400, synthesis-to-finish area growth 142.2%, Core ar. roughly 3400 µm², GRT Overall Usage under 10%, hpwl dp 707.5 µm, Die W roughly 80 µm, element type at the critical path end output pin, Antenna Nets Post-Route 0, antenna cells 0, Worst EP required roughly 1.3 ns, synth unique cells 19, slew margin rel. ~88%, actual slew at the worst max-slew pin between 0.15 and 0.2 ns, Placer Congestion between 0.6 and 0.7, fmax between 600 and 700 MHz, ratio of cells with drive above 1 in the final layout between 60% and 70%, Top cells by area ha_1, mux2i_1, a22o_1, number of global-route vias before repair ~340, dpl ws -0.8382 ns, synthesized area per cell ~7.5 µm², Via density between 3 and 4, Crit path max-delay family buffers and inverters, worst-path cell chain buf_8, inv_8, buf_6, ha_4, nor2_2, or3b_1, o21ai_1, buf_2, buffer and inverter count on the worst path 4, post-synthesis cell count 34, Flops 0, Post-synth top cells ha_1, inv_1, mux2i_1, nor2_1, o21ai_0, Log Warnings 39, Leak Pwr ~0.28 nW, Max-cap violations 0, Yosys top cell by instances ha_1, detailed-route via count between 300 and 400, Reg area 0 µm², Post-Synthesis Cell Area about 260 µm², initial antenna violation count 0, clock buffers 0, critical path's slowest cell or3b_1, Syn. warnings 1, largest net degree at the start of global routing 7, Crit Path Max Fanout 4, final setup vio count 0, GRT overflow 0, ys cells 34
worst min-delay path, stage by stage:
cell	delay (ns)
buf_2	0.14
nor2_2	0.10
a22o_1	0.16
buf_2	0.09
logic make-up (layout without fill, tap and decap cells):
logic type      count (synthesis)  after routing  synth area share (%)
buf+inv                         5             29                 10.29
mux                             4              4                 16.18
fa+ha+maj                       6              6                 29.41
compound gates                  9              9                 23.04
simple gates                   10             10                 21.08
power breakdown:
part	total [mW]	switching (mW)	internal (mW)
combinational	0.147	0.0583	0.0882
sequential	0	0	0
clock	0	0	0
total	0.147	0.0583	0.0882
area by class of cell:
cell class | count | area share [%]
multi-input combinational | 29 | 49.60
timing repair buffer | 26 | 36.84
tap | 46 | 9.312
inverter | 3 | 4.251
layer usage:
metal | global-route usage, % | vias to the layer above | wire length, µm
met5 | 0 | - | 0
met4 | 0 | 0 | 0
met3 | 0.1136 | 0 | 2
met2 | 6.019 | 3 | 510
met1 | 3.428 | 157 | 419
li1 | - | 169 | -
metrics by stage:
stage	power (mW)	instances	hold slack (ns)	utilization, %	cell area (µm²)
after global routing	0.1613	104	1.188	18.10	618.1
after detailed placement	0.1163	99	1.717	14.14	483.0
after CTS	0.1373	104	1.139	17.47	596.8
after global placement	0.1157	99	1.723	14.14	483.0
after floorplan	0.04488	34	0.7401	-	255.2
final	0.1465	104	1.132	18.10	618.1
cells in the final DEF, fill, tap and decap left out, types with 2 or more instances in the layout:
master         Yosys  routed
buf_6              1       4
o21ai_1            1       2
ha_4               0       4
dlygate4sd2_1      0       4
buf_2              0       3
buf_4              0      11
mux2i_1            3       3
nor2_1             3       2
nor2_2             1       2
inv_8              0       2
a22o_1             2       2
nand2b_4           0       2
final timing paths:
| path | startpoint | end | slack, ns | cells after the start |
|---|---|---|---|---|
| worst min-delay path | hex_digit[3] | segments[6] | 1.13 | 4 |
| worst max-delay path | hex_digit[1] | segments[0] | 0.01 | 8 |
repair_timing:
action | in CTS | in global routing
hold buffers | 0 | 0
pin swaps | 8 | 6
endpoints found under the setup margin | 7 | 6
resized | 53 | 9
buffers inserted | 5 | 0
No activity file was given, so power comes from the tool's default toggle rates.
